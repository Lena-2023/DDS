==> flow/config.mk <==
export PLATFORM = sky130hd
export DESIGN_NAME = DDS
export DESIGN_NICKNAME = DDS
export VERILOG_FILES = /design/flow/design.v
export SDC_FILE = /design/flow/constraint.sdc
export NUM_CORES = 4
export LEC_CHECK = 1
export CORE_UTILIZATION = 40
==> flow/constraint.sdc <==
current_design DDS

set clk_period 13.7
set clk_io_pct 0.2

create_clock -name clk0 -period $clk_period [get_ports {CLK}]

set non_clock_inputs [all_inputs -no_clocks]
set_input_delay [expr $clk_period * $clk_io_pct] -clock clk0 $non_clock_inputs
set_output_delay [expr $clk_period * $clk_io_pct] -clock clk0 [all_outputs]
==> flow/design.v <==
module DDS( 
input wire CLK,
input wire RESET,
input wire [31:0] ADDER,
output reg [31:0]  DDS 
);
always@(posedge CLK or posedge RESET)
begin
  if(RESET)
   DDS <= 0;
    else
   DDS <= DDS + ADDER;
 end
endmodule
==> flow/run.sh <==
#!/bin/bash
# OpenROAD 26Q1-2900-gdf79404cd8, Yosys 0.63+post, stock flow scripts
make -C /OpenROAD-flow-scripts/flow DESIGN_CONFIG=/design/flow/config.mk WORK_HOME=/design/flow/orfs finish
==> results.py <==
# Generated from Yosys and OpenROAD reports
metrics = {
    "die": {
        "die_w_um": 86.4,
        "rows": 30,
        "fp_util": 0.417,
        "dieArea_mm2": 0.00747,
        "die_y_um": 86.4,
        "ios": 66,
        "core_mm2": 0.00683,
    },
    "clock_network": {
        "cts_buffer_depth": 2,
        "htreeDepth": 2,
        "hold_buffers": 0,
        "clk_latency_ps": 280,
        "cts.sinks": 32,
        "cts_tree": "done",
        "clk_pin_slew_worst_paths_ps": 80,
        "clock-root-buffer": "clkbuf_8",
        "cts_resized": 0,
        "cts_buffers": 5,
        "cts_setup_buffers": 0,
    },
    "worst_setup_path": {
        "path_cells": "clkdlybuf4s50_1 > ha_1 > fa_1 > a21o_1 > a311oi_1 > or4_4 > a2111oi_4 > or4_1 > nand4_1",
        "worstPathArrival_ps": 5310,
        "crit_fanout": 4,
        "r2r_slack_ps": 11060,
        "crit_type": "primary input to register",
        "cp-start-kind": "primary input",
        "crit_slowest_cell": "or4_1",
        "r2r-start": "DDS[0]",
        "critPathLaunch": "ADDER[0]",
        "end_kind": "register",
        "slowest_delay_ps": 530,
        "critPathRequiredTime_ps": 13920,
    },
    "sta": {
        "hold_viol": 0,
        "min_period_ps": 5090,
        "tightest_slew_ps": 547,
        "setup_viol": 0,
        "finClkSkew_ps": 5.28,
        "rsz0062_at_grt": "no",
        "tns_ps": 0,
        "fmax_mhz": 197,
        "period_used_share": 0.371,
        "slew_violations": 0,
        "relSlewSlack": 0.626,
    },
    "outcome": {
        "outcome": "completed",
    },
    "power_and_ir_drop": {
        "peakVddDrop_v": 0.000114,
        "powerDensity_mw_per_mm2": 242,
        "p_leak_nw": 1.57,
    },
    "drt": {
        "routed_via_density": 5.43,
        "dr.pass1.iters": 4,
        "route.final.wire_length_mm": 6.68,
        "drtIter0Drc": 113,
        "vias": 2543,
        "antenna_cells": 0,
        "final_antenna_net_count": 0,
        "wl_per_cell_um": 14.3,
        "drc": 0,
    },
    "layout": {
        "drive_gt1_frac": 0.0618,
        "top_regs": "DDS (32)",
        "syn2layout_area_growth_pct": 28.2,
        "final_cell_area_mm2": 0.00365,
        "regMostFlops": "DDS",
        "fin_util": 0.535,
        "largest_reg_flops": 32,
    },
    "logic_synthesis": {
        "synth-edff-count": 0,
        "synth.avg_cell_area_um2": 9.25,
        "synth_cells": 308,
        "yosysWarningCount": 1,
        "ys_seq_elements": 32,
        "synth-async-reset-ratio": 1.00,
        "ys.flop_type": "dfrtp_1",
        "ys_seq_frac": 0.281,
        "yosys_area_mm2": 0.00285,
        "synth_area_mm2": 0.00285,
        "synth_cell_type_count": 67,
        "ys_cells": 308,
    },
    "job": {
        "tool_warnings": 25,
        "drv_cap": 0,
    },
    "global_route": {
        "first_global_vias": 2333,
        "grt_usage": 0.186,
        "grt_pass1_wl_mm": 10.9,
        "grt_antenna_before_repair": 0,
        "grt_max_degree": 33,
        "overflow": 0,
    },
    "place": {
        "dp_hpwl_mm": 5.24,
        "gp_congestion": 0.890,
        "placed_area_mm2": 0.00354,
        "portBuffers": 65,
    },
    "min_path": {
        "hp-class": "register to register",
        "min_from": "DDS[0]",
    },
}
[placed cells by master, fill, tap and decap left out, drive strengths merged, types with 2 or more instances in the layout]
cell type	synthesis	layout
clkdlybuf4s50	0	65
dfrtp	32	32
ha	31	31
a21oi	28	28
nand2	20	20
nor2	20	20
a21o	15	15
o21ai	14	14
xnor2	13	13
inv	12	12
xor2	10	10
nand3	8	8
o21a	7	7
a211oi	6	6
nand4	6	6
o211ai	5	5
and4	5	5
clkbuf	6	5
nand2b	4	4
nor3	4	4
mux2i	4	4
nor2b	3	3
o21bai	3	3
a211o	3	3
and3	3	3
and2	3	3
or4	3	3
a2111oi	3	3
o311ai	3	3
a41oi	2	2
a311oi	2	2
or2	2	2
a31oi	2	2
o31a	2	2
[routing by layer]
layer	wire, um	GRT usage
met2	2890	0.277
met4	61	0.0242
met5	0	0
met1	3460	0.302
met3	257	0.0251
[per-stage QoR]
stage,worst slack (ps),total power (W),cells,hold slack (ps)
2_1_floorplan,8920,0.000612,308,456
3_3_place_gp,8370,0.000789,460,498
3_5_place_dp,8330,0.000791,460,509
4_1_cts,8620,0.000892,468,524
5_1_grt,8540,0.000968,468,564
6_report,8610,0.000885,468,513
[critical path: cells and delay by family]
kind                       cells  cell delay (ps)
AOI/OAI and AO/OA              3              700
adders and majority gates      2              640
buffers and inverters          1              400
and+or+nand+nor                3              830
[cell usage after synthesis, drive strengths merged, types with 2 or more instances]
| cell | instances | area share |
|---|---|---|
| dfrtp | 32 | 0.28 |
| ha | 31 | 0.14 |
| a21oi | 28 | 0.049 |
| nand2 | 20 | 0.026 |
| nor2 | 20 | 0.026 |
| a21o | 15 | 0.040 |
| o21ai | 14 | 0.025 |
| xnor2 | 13 | 0.040 |
| inv | 12 | 0.016 |
| xor2 | 10 | 0.031 |
| nand3 | 8 | 0.014 |
| o21a | 7 | 0.020 |
| a211oi | 6 | 0.016 |
| clkbuf | 6 | 0.0092 |
| nand4 | 6 | 0.015 |
| and4 | 5 | 0.015 |
| o211ai | 5 | 0.013 |
| mux2i | 4 | 0.014 |
| nand2b | 4 | 0.0088 |
| nor3 | 4 | 0.0070 |
| a2111oi | 3 | 0.016 |
| a211o | 3 | 0.0092 |
| and2 | 3 | 0.0070 |
| and3 | 3 | 0.0083 |
| buf | 3 | 0.0092 |
| nor2b | 3 | 0.0066 |
| o21bai | 3 | 0.0079 |
| o311ai | 3 | 0.015 |
| or4 | 3 | 0.0092 |
| a311oi | 2 | 0.0061 |
| a31oi | 2 | 0.0044 |
| a41oi | 2 | 0.0061 |
| o31a | 2 | 0.0061 |
| or2 | 2 | 0.0044 |
[worst paths after layout]
path / endpoint / cells past startpoint
setup reg to reg: DDS[30] / 8
hold / removal: DDS[0] / 1
min in group asynchronous: DDS[25] / 3
max in group asynchronous: DDS[18] / 3
setup / recovery: DDS[30] / 9
hold reg to reg: DDS[0] / 1
[logic make-up (layout without fill, tap and decap cells)]
group / count (synthesis) / in the layout / share of synthesized area
AND-OR/OR-AND: 107 / 107 / 0.276
XOR/XNOR: 23 / 23 / 0.0707
adder cells (fa/ha/maj): 32 / 32 / 0.143
buffers and inverters: 22 / 86 / 0.0457
flip-flops: 32 / 32 / 0.281
multiplexers: 5 / 5 / 0.0180
AND/OR/NAND/NOR: 87 / 87 / 0.166
[power by group]
part | internal, W | switching (W) | leakage [nW] | total (W)
sequential | 0.000150 | 0.0000284 | 0.373 | 0.000178
clock | 0.0000538 | 0.0000389 | 0.0541 | 0.0000927
combinational | 0.000306 | 0.000308 | 1.14 | 0.000614
[cell type report]
cell class | count | area (um^2)
clock buffers | 5 | 68.8
well taps | 96 | 120
inverters | 12 | 45.0
repair buffers | 66 | 658
clock inverters | 3 | 42.5
fillers | 670 | 3180
multi-input cells | 254 | 1920
flip-flops and latches | 32 | 801
Power figures rest on the tool's default switching activity, not on a simulated workload.
